### ./design.v
module mem_write_arbi_verb
#(
	parameter MEM_DATA_BITS = 32,
	parameter ADDR_BITS		= 25,
	parameter PINTS			= 8	
)
(
	input rst_n,
	input mem_clk,
	input 							ch0_wr_burst_req,
	input[9:0] 						ch0_wr_burst_len,
	input[ADDR_BITS-1:0] 			ch0_wr_burst_addr,
	output 							ch0_wr_burst_data_req,
	input[MEM_DATA_BITS - 1:0] 		ch0_wr_burst_data,
	output 							ch0_wr_burst_finish,
	input 							ch1_wr_burst_req,
	input[9:0] 						ch1_wr_burst_len,
	input[ADDR_BITS-1:0] 			ch1_wr_burst_addr,
	output 							ch1_wr_burst_data_req,
	input[MEM_DATA_BITS - 1:0] 		ch1_wr_burst_data,
	output 							ch1_wr_burst_finish,
	input 							ch2_wr_burst_req,
	input[9:0] 						ch2_wr_burst_len,
	input[ADDR_BITS-1:0] 			ch2_wr_burst_addr,
	output 							ch2_wr_burst_data_req,
	input[MEM_DATA_BITS - 1:0] 		ch2_wr_burst_data,
	output 							ch2_wr_burst_finish,
	input 							ch3_wr_burst_req,
	input[9:0] 						ch3_wr_burst_len,
	input[ADDR_BITS-1:0] 			ch3_wr_burst_addr,
	output 							ch3_wr_burst_data_req,
	input[MEM_DATA_BITS - 1:0] 		ch3_wr_burst_data,
	output 							ch3_wr_burst_finish,
	input 							ch4_wr_burst_req,
	input[9:0] 						ch4_wr_burst_len,
	input[ADDR_BITS-1:0] 			ch4_wr_burst_addr,
	output 							ch4_wr_burst_data_req,
	input[MEM_DATA_BITS - 1:0] 		ch4_wr_burst_data,
	output 							ch4_wr_burst_finish,
	input 							ch5_wr_burst_req,
	input[9:0] 						ch5_wr_burst_len,
	input[ADDR_BITS-1:0] 			ch5_wr_burst_addr,
	output 							ch5_wr_burst_data_req,
	input[MEM_DATA_BITS - 1:0] 		ch5_wr_burst_data,
	output 							ch5_wr_burst_finish,
	input 							ch6_wr_burst_req,
	input[9:0] 						ch6_wr_burst_len,
	input[ADDR_BITS-1:0] 			ch6_wr_burst_addr,
	output 							ch6_wr_burst_data_req,
	input[MEM_DATA_BITS - 1:0] 		ch6_wr_burst_data,
	output 							ch6_wr_burst_finish,
	input 							ch7_wr_burst_req,
	input[9:0] 						ch7_wr_burst_len,
	input[ADDR_BITS-1:0] 			ch7_wr_burst_addr,
	output 							ch7_wr_burst_data_req,
	input[MEM_DATA_BITS - 1:0] 		ch7_wr_burst_data,
	output 							ch7_wr_burst_finish,
	output reg 						wr_burst_req,
	output reg[9:0] 				wr_burst_len,
	output reg[ADDR_BITS-1:0] 		wr_burst_addr,
	input 							wr_burst_data_req,
	output reg[MEM_DATA_BITS - 1:0] wr_burst_data,
	input							wr_burst_finish	
);
reg[6:0] write_state = 7'd0;
reg[6:0] write_state_next = 7'd0;
reg[15:0] cnt_timer = 16'd0;
localparam IDLE = 6'd0;
localparam CH0_CHECK 	= 6'd1;
localparam CH0_BEGIN 	= 6'd2;
localparam CH0_WRITE 	= 6'd3;
localparam CH0_END 		= 6'd4;
localparam CH1_CHECK 	= 6'd5;
localparam CH1_BEGIN 	= 6'd6;
localparam CH1_WRITE 	= 6'd7;
localparam CH1_END 		= 6'd8;
localparam CH2_CHECK 	= 6'd9;
localparam CH2_BEGIN 	= 6'd10;
localparam CH2_WRITE 	= 6'd11;
localparam CH2_END 		= 6'd12;
localparam CH3_CHECK 	= 6'd13;
localparam CH3_BEGIN 	= 6'd14;
localparam CH3_WRITE 	= 6'd15;
localparam CH3_END 		= 6'd16;
localparam CH4_CHECK 	= 6'd1+7'd16;
localparam CH4_BEGIN 	= 6'd2+7'd16;
localparam CH4_WRITE 	= 6'd3+7'd16;
localparam CH4_END 		= 6'd4+7'd16;
localparam CH5_CHECK 	= 6'd5+7'd16;
localparam CH5_BEGIN 	= 6'd6+7'd16;
localparam CH5_WRITE 	= 6'd7+7'd16;
localparam CH5_END 		= 6'd8+7'd16;
localparam CH6_CHECK 	= 6'd9 +7'd16;
localparam CH6_BEGIN 	= 6'd10+7'd16;
localparam CH6_WRITE 	= 6'd11+7'd16;
localparam CH6_END 		= 6'd12+7'd16;
localparam CH7_CHECK 	= 6'd13+7'd16;
localparam CH7_BEGIN 	= 6'd14+7'd16;
localparam CH7_WRITE 	= 6'd15+7'd16;
localparam CH7_END 		= 6'd16+7'd16;
reg wr_burst_finish_d0;
reg wr_burst_finish_d1;
always@(posedge mem_clk)
begin
	wr_burst_finish_d0 <= wr_burst_finish;
	wr_burst_finish_d1 <= wr_burst_finish_d0;
end
always@(posedge mem_clk or negedge rst_n)
begin
	if(~rst_n)
		write_state <= IDLE;
	else if(cnt_timer > 16'd8000)
		write_state <= IDLE;
	else
		write_state <= write_state_next;
end
always@(posedge mem_clk or negedge rst_n)
begin
	if(~rst_n)
		cnt_timer <= 16'd0;
	else if(write_state == CH0_CHECK)
		cnt_timer <= 16'd0;
	else
		cnt_timer <= cnt_timer + 16'd1;
end
always@(*)
begin
	case(write_state)
		IDLE:
			write_state_next <= CH0_CHECK;
		CH0_CHECK:
			if(ch0_wr_burst_req  && ch0_wr_burst_len != 10'd0)
				write_state_next <= CH0_BEGIN;
			else
				write_state_next <= CH1_CHECK;
		CH0_BEGIN:
			write_state_next <= CH0_WRITE;
		CH0_WRITE:
			if(wr_burst_finish_d1)
				write_state_next <= CH0_END;
			else
				write_state_next <= CH0_WRITE;
		CH0_END:
			write_state_next <= CH1_CHECK;
		CH1_CHECK:
			if(ch1_wr_burst_req && ch1_wr_burst_len != 10'd0)
				write_state_next <= CH1_BEGIN;
			else
				write_state_next <= (PINTS!=2)? CH2_CHECK : CH0_CHECK;
		CH1_BEGIN:
			write_state_next <= CH1_WRITE;
		CH1_WRITE:
			if(wr_burst_finish_d1)
				write_state_next <= CH1_END;
			else
				write_state_next <= CH1_WRITE;
		CH1_END:
			write_state_next <= (PINTS!=2)? CH2_CHECK : CH0_CHECK;
		CH2_CHECK:
			if(ch2_wr_burst_req && ch2_wr_burst_len != 10'd0)
				write_state_next <= CH2_BEGIN;
			else
				write_state_next <= (PINTS!=3)? CH3_CHECK : CH0_CHECK;
		CH2_BEGIN:
			write_state_next <= CH2_WRITE;
		CH2_WRITE:
			if(wr_burst_finish_d1)
				write_state_next <= CH2_END;
			else
				write_state_next <= CH2_WRITE;
		CH2_END:
			write_state_next <= (PINTS!=3)? CH3_CHECK : CH0_CHECK;
		CH3_CHECK:
			if(ch3_wr_burst_req && ch3_wr_burst_len != 10'd0)
				write_state_next <= CH3_BEGIN;
			else
				write_state_next <= (PINTS!=4)? CH4_CHECK : CH0_CHECK;
		CH3_BEGIN:
			write_state_next <= CH3_WRITE;
		CH3_WRITE:
			if(wr_burst_finish_d1)
				write_state_next <= CH3_END;
			else
				write_state_next <= CH3_WRITE;
		CH3_END:
			write_state_next <= (PINTS!=4)? CH4_CHECK : CH0_CHECK;
		CH4_CHECK:
			if(ch4_wr_burst_req  && ch4_wr_burst_len != 10'd0)
				write_state_next <= CH4_BEGIN;
			else
				write_state_next <= (PINTS!=5)? CH5_CHECK : CH0_CHECK;
		CH4_BEGIN:
			write_state_next <= CH4_WRITE;
		CH4_WRITE:
			if(wr_burst_finish_d1)
				write_state_next <= CH4_END;
			else
				write_state_next <= CH4_WRITE;
		CH4_END:
			write_state_next <= (PINTS!=5)? CH5_CHECK : CH0_CHECK;
		CH5_CHECK:
			if(ch5_wr_burst_req && ch5_wr_burst_len != 10'd0)
				write_state_next <= CH5_BEGIN;
			else
				write_state_next <= (PINTS!=6)? CH6_CHECK : CH0_CHECK;
		CH5_BEGIN:
			write_state_next <= CH5_WRITE;
		CH5_WRITE:
			if(wr_burst_finish_d1)
				write_state_next <= CH5_END;
			else
				write_state_next <= CH5_WRITE;
		CH5_END:
			write_state_next <= (PINTS!=6)? CH6_CHECK : CH0_CHECK;
		CH6_CHECK:
			if(ch6_wr_burst_req && ch6_wr_burst_len != 10'd0)
				write_state_next <= CH6_BEGIN;
			else
				write_state_next <= (PINTS!=7)? CH7_CHECK : CH0_CHECK;
		CH6_BEGIN:
			write_state_next <= CH6_WRITE;
		CH6_WRITE:
			if(wr_burst_finish_d1)
				write_state_next <= CH6_END;
			else
				write_state_next <= CH6_WRITE;
		CH6_END:
			write_state_next <= (PINTS!=7)? CH7_CHECK : CH0_CHECK;
		CH7_CHECK:
			if(ch7_wr_burst_req && ch7_wr_burst_len != 10'd0)
				write_state_next <= CH7_BEGIN;
			else
				write_state_next <= CH0_CHECK;
		CH7_BEGIN:
			write_state_next <= CH7_WRITE;
		CH7_WRITE:
			if(wr_burst_finish_d1)
				write_state_next <= CH7_END;
			else
				write_state_next <= CH7_WRITE;
		CH7_END:
			write_state_next <= CH0_CHECK;
		default:
			write_state_next <= IDLE;
	endcase
end
always@(posedge mem_clk or negedge rst_n)
begin
	if(~rst_n)
		begin
			wr_burst_len <= 10'd0;
			wr_burst_addr <= {ADDR_BITS{1'b0}};
		end
	else
		begin
			case(write_state)
				CH0_BEGIN:
					begin
						wr_burst_len <= ch0_wr_burst_len;
						wr_burst_addr <= ch0_wr_burst_addr;
					end
				CH1_BEGIN:
					begin
						wr_burst_len <= ch1_wr_burst_len;
						wr_burst_addr <= ch1_wr_burst_addr;
					end
				CH2_BEGIN:
					begin
						wr_burst_len <= ch2_wr_burst_len;
						wr_burst_addr <= ch2_wr_burst_addr;
					end
				CH3_BEGIN:
					begin
						wr_burst_len <= ch3_wr_burst_len;
						wr_burst_addr <= ch3_wr_burst_addr;
					end				
				CH4_BEGIN:
					begin
						wr_burst_len <= ch4_wr_burst_len;
						wr_burst_addr <= ch4_wr_burst_addr;
					end
				CH5_BEGIN:
					begin
						wr_burst_len <= ch5_wr_burst_len;
						wr_burst_addr <= ch5_wr_burst_addr;
					end
				CH6_BEGIN:
					begin
						wr_burst_len <= ch6_wr_burst_len;
						wr_burst_addr <= ch6_wr_burst_addr;
					end
				CH7_BEGIN:
					begin
						wr_burst_len <= ch7_wr_burst_len;
						wr_burst_addr <= ch7_wr_burst_addr;
					end				
				default:
					begin
						wr_burst_len <= wr_burst_len;
						wr_burst_addr <= wr_burst_addr;
					end
			endcase
		end
end
always@(posedge mem_clk or negedge rst_n)
begin
	if(~rst_n)
		wr_burst_req <= 1'b0;
	else if(	write_state == CH0_BEGIN || write_state == CH1_BEGIN || write_state == CH2_BEGIN || write_state == CH3_BEGIN || 
				write_state == CH4_BEGIN || write_state == CH5_BEGIN || write_state == CH6_BEGIN || write_state == CH7_BEGIN)
		wr_burst_req <= 1'b1;
	else if(wr_burst_data_req)
		wr_burst_req <= 1'b0;
	else
		wr_burst_req <= wr_burst_req;
end
always@(*)
begin
	case(write_state)
		CH0_WRITE:
			wr_burst_data <= ch0_wr_burst_data;
		CH1_WRITE:
			wr_burst_data <= ch1_wr_burst_data;
		CH2_WRITE:
			wr_burst_data <= ch2_wr_burst_data;
		CH3_WRITE:
			wr_burst_data <= ch3_wr_burst_data;
		CH4_WRITE:
			wr_burst_data <= ch4_wr_burst_data;
		CH5_WRITE:
			wr_burst_data <= ch5_wr_burst_data;
		CH6_WRITE:
			wr_burst_data <= ch6_wr_burst_data;
		CH7_WRITE:
			wr_burst_data <= ch7_wr_burst_data;	
		default:
			wr_burst_data <= {MEM_DATA_BITS{1'd0}};
	endcase
end
assign ch0_wr_burst_finish = (write_state == CH0_END);
assign ch1_wr_burst_finish = (write_state == CH1_END);
assign ch2_wr_burst_finish = (write_state == CH2_END);
assign ch3_wr_burst_finish = (write_state == CH3_END);
assign ch0_wr_burst_data_req = (write_state == CH0_WRITE) ? wr_burst_data_req : 1'b0;
assign ch1_wr_burst_data_req = (write_state == CH1_WRITE) ? wr_burst_data_req : 1'b0;
assign ch2_wr_burst_data_req = (write_state == CH2_WRITE) ? wr_burst_data_req : 1'b0;
assign ch3_wr_burst_data_req = (write_state == CH3_WRITE) ? wr_burst_data_req : 1'b0;
assign ch4_wr_burst_finish = (write_state == CH4_END);
assign ch5_wr_burst_finish = (write_state == CH5_END);
assign ch6_wr_burst_finish = (write_state == CH6_END);
assign ch7_wr_burst_finish = (write_state == CH7_END);
assign ch4_wr_burst_data_req = (write_state == CH4_WRITE) ? wr_burst_data_req : 1'b0;
assign ch5_wr_burst_data_req = (write_state == CH5_WRITE) ? wr_burst_data_req : 1'b0;
assign ch6_wr_burst_data_req = (write_state == CH6_WRITE) ? wr_burst_data_req : 1'b0;
assign ch7_wr_burst_data_req = (write_state == CH7_WRITE) ? wr_burst_data_req : 1'b0;
endmodule 
### ./config.mk
export PLATFORM = sky130hd
export DESIGN_NAME = mem_write_arbi_verb
export DESIGN_NICKNAME = mem_write_arbi_verb
export VERILOG_FILES = /design/flow/design.v
export SDC_FILE = /design/flow/constraint.sdc
export NUM_CORES = 4
export LEC_CHECK = 1
export CORE_AREA = 10 10 247 247
export DIE_AREA = 0 0 257 257
### ./run.sh
#!/bin/bash
# OpenROAD 26Q1-2900-gdf79404cd8, Yosys 0.63+post, stock flow scripts
make -C /OpenROAD-flow-scripts/flow DESIGN_CONFIG=/design/flow/config.mk WORK_HOME=/design/flow/orfs finish
### ./constraint.sdc
current_design mem_write_arbi_verb

set clk_period 7.3
set clk_io_pct 0.2

create_clock -name clk0 -period $clk_period [get_ports {mem_clk}]

set non_clock_inputs [all_inputs -no_clocks]
set_input_delay [expr $clk_period * $clk_io_pct] -clock clk0 $non_clock_inputs
set_output_delay [expr $clk_period * $clk_io_pct] -clock clk0 [all_outputs]
==> out/metrics.cfg <==
[run_status]
outcome = finished clean

[yosys]
synthTopCellsByArea = dfrtp_1 (22%), mux2i_1 (17%), nor2_1 (6.7%)
edf_count = 0
ff_type = dfrtp_1
ys_sh_xor_pct = 1.59
yosys_cells = 814
post_synth_ao_oa_area_fraction_pct = 31.9
netlist.area_leader.share_pct = 22.0
ys_chip_area_um2 = 6590
synthSimpleGateAreaFrac_pct = 18.2
ys_sh_mux_pct = 19.3
topCombFamilyByArea = AND-OR/OR-AND gates
top_cell = nor2_1
synth_warnings = 1
top_area_cell = dfrtp_1
avgSynthCellArea_um2 = 8.10
synth_cells = 814
synth_flops = 60
netlist_area_um2 = 6590
synth_cell_types = 58
synthArstFlopShare_pct = 96.7
top_cells_by_count = nor2_1 (117), mux2i_1 (111), a21oi_1 (83)
ys_seq_share_pct = 22.6
synth_adder_area_share_pct = 0.380

[sta]
min_period_over_period_pct = 72.5
slew_headroom_pct = 36.3
tightest_slew_ps = 946
finalClockSkew_ps = 6.52
slew_viol_final = 0
hold_viol = 0
rsz0062_at_grt = false
fmax_ghz = 0.189
setup_viol = 0
timing.final.ws_setup_ps = 2010
min_period_ps = 5290
tns_ps = 0

[clocking]
insertion_delay_ps = 340
cts-resized-gates = 0
cts-root-buf = clkbuf_16
post-cts-setup-buffers = 0
clk_pin_slew_worst_paths_ps = 60
cts_buffer_depth = 2
holdBufCountCts = 0
cts.sinks = 60
cts_tree = yes
tritoncts.num_buffers = 9
cts.htree.levels = 3

[power]
p_per_area_nw_per_um2 = 239
p_total_w = 0.00337
irDropWorstVdd_mv = 0.103
cellLeakagePower_nw = 4.95

[worst_setup_path]
arrival_ps = 3830
crit_start = write_state[2]
crit_type = reg2out
cp-end-kind = output pin
cp_max_fo = 41
worstReg2RegStart = write_state[2]
worst_r2r_endpoint = wr_burst_len[7]
crit_path_end = wr_burst_data[1]
cp.required_ps = 5840
r2r_cells = 8
rrSetupSlack_ps = 3500
crit_path_start_kind = flop

[die]
rows = 86
die-width_um = 257
die_h_um = 257
chipArea_um2 = 66000
core_region_area_um2 = 55300
ioPinCount = 632
initial_core_util_pct = 11.9

[layout]
syn2layout_area_growth_pct = 114
final_core_util_pct = 25.5
drive_above_1_share_pct = 5.31

[run]
maxCapViolCount = 0
warnings = 26

[grt]
first_global_vias = 10157
busiest_layer = met2
grt_use_met1_pct = 21.9
grt_overflow = 0
grt_usage_pct = 17.7
grt_start_max_net_pins = 42
grt_pass1_wl_um = 82400
use_met2_pct = 29.6
grt_use_met3_pct = 6.48
grt_antenna_before_repair = 13

[routing]
num_vias = 9823
viasPerCell = 4.54
drt_pass1_iterations = 9
wirelength_um = 61000
drtAntennaViolNets = 0
wire_per_inst_um = 28.2
drt_iter0_drc = 610
drc = 0

[min_path]
hold_class = reg2reg

[place]
place_ws_ps = 2320
gp_congestion = 1.00
io_buffers = 631
dp_hpwl_um = 51100

[worst min path at each step]
stage | slack, ps | end | cells after the start | start
finish | 330 | wr_burst_finish_d1 | 0 | wr_burst_finish_d0
global route | 340 | wr_burst_finish_d1 | 0 | wr_burst_finish_d0
CTS | 340 | wr_burst_finish_d1 | 0 | wr_burst_finish_d0
[through the flow]
stage | area (um^2) | cells | hold WS (ps)
after floorplan | 6590 | 814 | 310
after global placement | 13800 | 2145 | 319
after detailed placement | 13800 | 2145 | 321
after CTS | 14100 | 2161 | 336
after global routing | 14100 | 2162 | 344
final | 14100 | 2164 | 333
[critical path, cell delays in order, from the launching register on]
cell	delay [ps]
dfrtp_4	750
buf_4	590
nand2_1	400
nor4_4	230
buf_4	430
a22oi_1	140
o211ai_1	230
clkdlybuf4s50_1	560
[cell usage in the layout (no fill, tap or decap), types with 14 or more instances in the layout]
cell,synthesis,layout
clkdlybuf4s50_1,0,630
nor2_1,117,116
mux2i_1,111,111
a21oi_1,83,83
dfrtp_1,58,56
a22o_1,39,39
o221ai_1,38,38
a221oi_1,37,37
nand2_1,31,31
buf_4,8,30
a22oi_1,27,27
nand3_1,24,24
o211ai_1,21,21
nor4_1,18,15
and2_1,14,14
[kinds of logic after synthesis]
family          Yosys count
compound gates          285
xor+xnor                 12
fa+ha+maj                 2
buf+inv                  89
flops                    60
mux                     118
simple gates            248
[layout make-up]
cell class	count	area [um^2]
tap	748	936
fill	6056	41200
multi-input combinational	665	4780
clock buffer	9	225
antenna	3	7.51
inverter	12	45.0
sequential	60	1500
clock inverter	7	75.1
timing repair buffer	660	6530
[report_power, final]
part,total [W],internal (W),switching (W)
clock network,0.000452,0.000266,0.000186
logic,0.00228,0.00114,0.00114
registers,0.000632,0.000469,0.000163
[state kept, by name, summed over array words and instances (netlist names)]
register / count
wr_burst_addr: 25
cnt_timer: 16
wr_burst_len: 10
write_state: 6
wr_burst_finish_d0: 1
wr_burst_finish_d1: 1
wr_burst_req: 1
[layer usage]
layer,routed length (um),vias up
met4,983,12
met5,71,-
met1,24900,4728
li1,-,4417
met2,29000,613
met3,6130,53
