<file path="run.sh">
#!/bin/bash
# OpenROAD 26Q1-2900-gdf79404cd8, Yosys 0.63+post, stock flow scripts
make -C /OpenROAD-flow-scripts/flow DESIGN_CONFIG=/design/flow/config.mk WORK_HOME=/design/flow/orfs finish
</file>
<file path="config.mk">
export PLATFORM = sky130hd
export DESIGN_NAME = mem_read_arbi_verb
export DESIGN_NICKNAME = mem_read_arbi_verb
export VERILOG_FILES = /design/flow/design.v
export SDC_FILE = /design/flow/constraint.sdc
export NUM_CORES = 4
export LEC_CHECK = 1
export CORE_AREA = 10 10 252 252
export DIE_AREA = 0 0 262 262
</file>
<file path="constraint.sdc">
current_design mem_read_arbi_verb

set clk_period 5.8
set clk_io_pct 0.2

create_clock -name clk0 -period $clk_period [get_ports {mem_clk}]

set non_clock_inputs [all_inputs -no_clocks]
set_input_delay [expr $clk_period * $clk_io_pct] -clock clk0 $non_clock_inputs
set_output_delay [expr $clk_period * $clk_io_pct] -clock clk0 [all_outputs]
</file>
<file path="design.v">
module mem_read_arbi_verb
#(
	parameter 	MEM_DATA_BITS 	= 32,
	parameter 	ADDR_BITS		= 25,
	parameter	PINTS			= 8
)
(
	input 						rst_n,
	input 						mem_clk,
	input 						ch0_rd_burst_req,
	input[9:0] 					ch0_rd_burst_len,
	input[ADDR_BITS-1:0] 		ch0_rd_burst_addr,
	output 						ch0_rd_burst_data_valid,
	output[MEM_DATA_BITS - 1:0] ch0_rd_burst_data,
	output 						ch0_rd_burst_finish,
	input 						ch1_rd_burst_req,
	input[9:0] 					ch1_rd_burst_len,
	input[ADDR_BITS-1:0] 		ch1_rd_burst_addr,
	output 						ch1_rd_burst_data_valid,
	output[MEM_DATA_BITS - 1:0] ch1_rd_burst_data,
	output 						ch1_rd_burst_finish,
	input 						ch2_rd_burst_req,
	input[9:0] 					ch2_rd_burst_len,
	input[ADDR_BITS-1:0] 		ch2_rd_burst_addr,
	output 						ch2_rd_burst_data_valid,
	output[MEM_DATA_BITS - 1:0] ch2_rd_burst_data,
	output 						ch2_rd_burst_finish,
	input 						ch3_rd_burst_req,
	input[9:0] 					ch3_rd_burst_len,
	input[ADDR_BITS-1:0] 		ch3_rd_burst_addr,
	output 						ch3_rd_burst_data_valid,
	output[MEM_DATA_BITS - 1:0] ch3_rd_burst_data,
	output 						ch3_rd_burst_finish,
	input 						ch4_rd_burst_req,
	input[9:0] 					ch4_rd_burst_len,
	input[ADDR_BITS-1:0] 		ch4_rd_burst_addr,
	output 						ch4_rd_burst_data_valid,
	output[MEM_DATA_BITS - 1:0] ch4_rd_burst_data,
	output 						ch4_rd_burst_finish,
	input 						ch5_rd_burst_req,
	input[9:0] 					ch5_rd_burst_len,
	input[ADDR_BITS-1:0] 		ch5_rd_burst_addr,
	output 						ch5_rd_burst_data_valid,
	output[MEM_DATA_BITS - 1:0] ch5_rd_burst_data,
	output 						ch5_rd_burst_finish,
	input 						ch6_rd_burst_req,
	input[9:0] 					ch6_rd_burst_len,
	input[ADDR_BITS-1:0] 		ch6_rd_burst_addr,
	output 						ch6_rd_burst_data_valid,
	output[MEM_DATA_BITS - 1:0] ch6_rd_burst_data,
	output 						ch6_rd_burst_finish,
	input 						ch7_rd_burst_req,
	input[9:0] 					ch7_rd_burst_len,
	input[ADDR_BITS-1:0] 		ch7_rd_burst_addr,
	output 						ch7_rd_burst_data_valid,
	output[MEM_DATA_BITS - 1:0] ch7_rd_burst_data,
	output 						ch7_rd_burst_finish,
	output reg 					rd_burst_req,
	output reg[9:0] 			rd_burst_len,
	output reg[ADDR_BITS-1:0] 	rd_burst_addr,
	input 						rd_burst_data_valid,
	input[MEM_DATA_BITS - 1:0] 	rd_burst_data,
	input 						rd_burst_finish	
);
reg[6:0] read_state = 7'd0;
reg[6:0] read_state_next = 7'd0;
reg[15:0] cnt_timer = 15'd0;
localparam IDLE = 6'd0;
localparam CH0_CHECK 	= 7'd1;
localparam CH0_BEGIN 	= 7'd2;
localparam CH0_READ 	= 7'd3;
localparam CH0_END 		= 7'd4;
localparam CH1_CHECK 	= 7'd5;
localparam CH1_BEGIN 	= 7'd6;
localparam CH1_READ 	= 7'd7;
localparam CH1_END 		= 7'd8;
localparam CH2_CHECK 	= 7'd9;
localparam CH2_BEGIN 	= 7'd10;
localparam CH2_READ		= 7'd11;
localparam CH2_END 		= 7'd12;
localparam CH3_CHECK 	= 7'd13;
localparam CH3_BEGIN 	= 7'd14;
localparam CH3_READ 	= 7'd15;
localparam CH3_END 		= 7'd16;
localparam CH4_CHECK 	= 7'd1+7'd16;
localparam CH4_BEGIN 	= 7'd2+7'd16;
localparam CH4_READ 	= 7'd3+7'd16;
localparam CH4_END 		= 7'd4+7'd16;
localparam CH5_CHECK 	= 6'd5+7'd16;
localparam CH5_BEGIN 	= 6'd6+7'd16;
localparam CH5_READ 	= 6'd7+7'd16;
localparam CH5_END 		= 6'd8+7'd16;
localparam CH6_CHECK 	= 6'd9 +7'd16;
localparam CH6_BEGIN 	= 6'd10+7'd16;
localparam CH6_READ 	= 6'd11+7'd16;
localparam CH6_END 		= 6'd12+7'd16;
localparam CH7_CHECK 	= 6'd13+7'd16;
localparam CH7_BEGIN 	= 6'd14+7'd16;
localparam CH7_READ 	= 6'd15+7'd16;
localparam CH7_END 		= 6'd16+7'd16;
always@(posedge mem_clk or negedge rst_n)
begin
	if(~rst_n)
		read_state <= IDLE;
	else if(cnt_timer > 16'd8000)
		read_state <= IDLE;
	else
		read_state <= read_state_next;
end
always@(posedge mem_clk or negedge rst_n)
begin
	if(~rst_n)
		cnt_timer <= 16'd0;
	else if(read_state == CH0_CHECK)
		cnt_timer <= 16'd0;
	else
		cnt_timer <= cnt_timer + 16'd1;
end
always@(*)
begin
	case(read_state)
		IDLE:
			read_state_next <= CH0_CHECK;
		CH0_CHECK:
			if(ch0_rd_burst_req && ch0_rd_burst_len != 10'd0)
				read_state_next <= CH0_BEGIN;
			else
				read_state_next <= CH1_CHECK;
		CH0_BEGIN:
			read_state_next <= CH0_READ;
		CH0_READ:
			if(rd_burst_finish)
				read_state_next <= CH0_END;
			else
				read_state_next <= CH0_READ;
		CH0_END:
			read_state_next <= CH1_CHECK;
		CH1_CHECK:
			if(ch1_rd_burst_req && ch1_rd_burst_len != 10'd0)
				read_state_next <= CH1_BEGIN;
			else
				read_state_next <= (PINTS!=2)? CH2_CHECK : CH0_CHECK;
		CH1_BEGIN:
			read_state_next <= CH1_READ;
		CH1_READ:
			if(rd_burst_finish)
				read_state_next <= CH1_END;
			else
				read_state_next <= CH1_READ;
		CH1_END:
			read_state_next <= (PINTS!=2)? CH2_CHECK : CH0_CHECK;
		CH2_CHECK:
			if(ch2_rd_burst_req  && ch2_rd_burst_len != 10'd0)
				read_state_next <= CH2_BEGIN;
			else
				read_state_next <= (PINTS!=3)? CH3_CHECK : CH0_CHECK;
		CH2_BEGIN:
			read_state_next <= CH2_READ;
		CH2_READ:
			if(rd_burst_finish)
				read_state_next <= CH2_END;
			else
				read_state_next <= CH2_READ;
		CH2_END:
			read_state_next <= (PINTS!=3)? CH3_CHECK : CH0_CHECK;
		CH3_CHECK:
			if(ch3_rd_burst_req  && ch3_rd_burst_len != 10'd0)
				read_state_next <= CH3_BEGIN;
			else
				read_state_next <= (PINTS!=4)? CH4_CHECK : CH0_CHECK;
		CH3_BEGIN:
			read_state_next <= CH3_READ;
		CH3_READ:
			if(rd_burst_finish)
				read_state_next <= CH3_END;
			else
				read_state_next <= CH3_READ;
		CH3_END:
			read_state_next <= (PINTS!=4)? CH4_CHECK : CH0_CHECK;	
		CH4_CHECK:
			if(ch4_rd_burst_req && ch4_rd_burst_len != 10'd0)
				read_state_next <= CH4_BEGIN;
			else
				read_state_next <= (PINTS!=5)? CH5_CHECK : CH0_CHECK;
		CH4_BEGIN:
			read_state_next <= CH4_READ;
		CH4_READ:
			if(rd_burst_finish)
				read_state_next <= CH4_END;
			else
				read_state_next <= CH4_READ;
		CH4_END:
			read_state_next <= (PINTS!=5)? CH5_CHECK : CH0_CHECK;
		CH5_CHECK:
			if(ch5_rd_burst_req && ch5_rd_burst_len != 10'd0)
				read_state_next <= CH5_BEGIN;
			else
				read_state_next <= (PINTS!=6)? CH6_CHECK : CH0_CHECK;
		CH5_BEGIN:
			read_state_next <= CH5_READ;
		CH5_READ:
			if(rd_burst_finish)
				read_state_next <= CH5_END;
			else
				read_state_next <= CH5_READ;
		CH5_END:
			read_state_next <= (PINTS!=6)? CH6_CHECK : CH0_CHECK;
		CH6_CHECK:
			if(ch6_rd_burst_req  && ch6_rd_burst_len != 10'd0)
				read_state_next <= CH6_BEGIN;
			else
				read_state_next <= (PINTS!=7)? CH7_CHECK : CH0_CHECK;
		CH6_BEGIN:
			read_state_next <= CH6_READ;
		CH6_READ:
			if(rd_burst_finish)
				read_state_next <= CH6_END;
			else
				read_state_next <= CH6_READ;
		CH6_END:
			read_state_next <= (PINTS!=7)? CH7_CHECK : CH0_CHECK;
		CH7_CHECK:
			if(ch7_rd_burst_req  && ch7_rd_burst_len != 10'd0)
				read_state_next <= CH7_BEGIN;
			else
				read_state_next <= CH0_CHECK;
		CH7_BEGIN:
			read_state_next <= CH7_READ;
		CH7_READ:
			if(rd_burst_finish)
				read_state_next <= CH7_END;
			else
				read_state_next <= CH7_READ;
		CH7_END:
			read_state_next <= CH0_CHECK;	
		default:
			read_state_next <= IDLE;
	endcase
end
always@(posedge mem_clk or negedge rst_n)
begin
	if(~rst_n)
		begin
			rd_burst_len <= 10'd0;
			rd_burst_addr <= {ADDR_BITS{1'b0}};  
		end
	else
		begin
			case(read_state)
				CH0_BEGIN:
					begin
						rd_burst_len <= ch0_rd_burst_len;
						rd_burst_addr <= ch0_rd_burst_addr;
					end
				CH1_BEGIN:
					begin
						rd_burst_len <= ch1_rd_burst_len;
						rd_burst_addr <= ch1_rd_burst_addr;
					end
				CH2_BEGIN:
					begin
						rd_burst_len <= ch2_rd_burst_len;
						rd_burst_addr <= ch2_rd_burst_addr;
					end
				CH3_BEGIN:
					begin
						rd_burst_len <= ch3_rd_burst_len;
						rd_burst_addr <= ch3_rd_burst_addr;
					end
				CH4_BEGIN:
					begin
						rd_burst_len <= ch4_rd_burst_len;
						rd_burst_addr <= ch4_rd_burst_addr;
					end
				CH5_BEGIN:
					begin
						rd_burst_len <= ch5_rd_burst_len;
						rd_burst_addr <= ch5_rd_burst_addr;
					end
				CH6_BEGIN:
					begin
						rd_burst_len <= ch6_rd_burst_len;
						rd_burst_addr <= ch6_rd_burst_addr;
					end
				CH7_BEGIN:
					begin
						rd_burst_len <= ch7_rd_burst_len;
						rd_burst_addr <= ch7_rd_burst_addr;
					end
				default:
					begin
						rd_burst_len <= rd_burst_len;
						rd_burst_addr <= rd_burst_addr;
					end
			endcase
		end
end
always@(posedge mem_clk or negedge rst_n)
begin
	if(~rst_n)
		rd_burst_req <= 1'b0;
	else if(read_state == 	CH0_BEGIN || read_state == CH1_BEGIN || read_state == CH2_BEGIN || read_state == CH3_BEGIN ||
			read_state ==	CH4_BEGIN || read_state == CH5_BEGIN || read_state == CH6_BEGIN || read_state == CH7_BEGIN)
		rd_burst_req <= 1'b1;
	else if(rd_burst_data_valid || read_state == CH0_CHECK  || read_state == CH1_CHECK  
								|| read_state == CH2_CHECK  || read_state == CH3_CHECK
								|| read_state == CH4_BEGIN  || read_state == CH5_BEGIN 
								|| read_state == CH6_BEGIN  || read_state == CH7_BEGIN)
		rd_burst_req <= 1'b0;
	else
		rd_burst_req <= rd_burst_req;
end
assign ch0_rd_burst_finish = (read_state == CH0_END);
assign ch1_rd_burst_finish = (read_state == CH1_END);
assign ch2_rd_burst_finish = (read_state == CH2_END);
assign ch3_rd_burst_finish = (read_state == CH3_END);
assign ch0_rd_burst_data_valid = (read_state == CH0_READ || read_state == CH0_END) ? rd_burst_data_valid : 1'b0;
assign ch1_rd_burst_data_valid = (read_state == CH1_READ || read_state == CH1_END) ? rd_burst_data_valid : 1'b0;
assign ch2_rd_burst_data_valid = (read_state == CH2_READ || read_state == CH2_END) ? rd_burst_data_valid : 1'b0;
assign ch3_rd_burst_data_valid = (read_state == CH3_READ || read_state == CH3_END) ? rd_burst_data_valid : 1'b0;
assign ch0_rd_burst_data = (read_state == CH0_READ) ? rd_burst_data : {MEM_DATA_BITS{1'd0}};
assign ch1_rd_burst_data = (read_state == CH1_READ) ? rd_burst_data : {MEM_DATA_BITS{1'd0}};
assign ch2_rd_burst_data = (read_state == CH2_READ) ? rd_burst_data : {MEM_DATA_BITS{1'd0}};
assign ch3_rd_burst_data = (read_state == CH3_READ) ? rd_burst_data : {MEM_DATA_BITS{1'd0}};
assign ch4_rd_burst_finish = (read_state == CH4_END);
assign ch5_rd_burst_finish = (read_state == CH5_END);
assign ch6_rd_burst_finish = (read_state == CH6_END);
assign ch7_rd_burst_finish = (read_state == CH7_END);
assign ch4_rd_burst_data_valid = (read_state == CH4_READ || read_state == CH4_END) ? rd_burst_data_valid : 1'b0;
assign ch5_rd_burst_data_valid = (read_state == CH5_READ || read_state == CH5_END) ? rd_burst_data_valid : 1'b0;
assign ch6_rd_burst_data_valid = (read_state == CH6_READ || read_state == CH6_END) ? rd_burst_data_valid : 1'b0;
assign ch7_rd_burst_data_valid = (read_state == CH7_READ || read_state == CH7_END) ? rd_burst_data_valid : 1'b0;
assign ch4_rd_burst_data = (read_state == CH4_READ) ? rd_burst_data : {MEM_DATA_BITS{1'd0}};
assign ch5_rd_burst_data = (read_state == CH5_READ) ? rd_burst_data : {MEM_DATA_BITS{1'd0}};
assign ch6_rd_burst_data = (read_state == CH6_READ) ? rd_burst_data : {MEM_DATA_BITS{1'd0}};
assign ch7_rd_burst_data = (read_state == CH7_READ) ? rd_burst_data : {MEM_DATA_BITS{1'd0}};
endmodule 
</file>
==> reports/results.txt <==
Status -> finished, final reports clean
Hold Slack -> 0.485 ns
Proportion of power drawn by combinational gates -> 63.5%
First-pass GRT wire length -> 77.3 mm
Max-cap violations -> 0
Crit Path Category -> flop to output port
DIE WIDTH -> 262 um
EDFF count, synth -> 0
Synth Seq Share -> 21.6%
Post-CTS setup buffers -> 0
Number of global-route vias before repair -> 10200
TritonCTS clock tree -> yes
Worst setup EP type -> output port
Post-DP HPWL -> 46.6 mm
Leak -> 5.05 nW
Routed WL per cell -> 25.5 um
Iteration-0 DRC Markers -> 637
Endpoints failing setup -> 0
CTS Buffer Depth -> 2
Die y size -> 262 um
RSZ-0062 raised after global routing -> false
Flops after synth -> 58
P_sw -> 1.59 mW
Period utilization -> 72.5%
Floorplan Utilization -> 11.6%
Startpoint Class -> flop
Worst path slowest cell -> nor2_2
CTS buffer count -> 9
Post-synth cell types -> 56
CTS Hold Buffers Added -> 0
VDD IR-drop max -> 157 uV
Routed vias -> 9397
Syn avg cell area -> 7.99 um2
Insertion Delay late pin -> 0.36 ns
Initial antenna violation count -> 9
OpenROAD warning count -> 26
Core footprint -> 57800 um2
Commonest Layout Cell -> clkdlybuf4s50_1
CTS HTree Levels -> 3
Mapped Area -> 6720 um2
Chip Area, Yosys -> 6720 um2
Area growth from synthesis to layout -> 112%
Clock network power share -> 16.3%
Sequential share of power -> 20.1%
Cell mode on critical path -> buf_4
Sw frac -> 42.0%
Final number of max-transition violations -> 0
Post-route ant nets -> 0
Worst-path clk slew -> 0.06 ns
Int Power -> 2.19 mW
DRT Pass-1 Iters -> 5
PostCTS Resize Cnt -> 0
Syn. warnings -> 1
Dominant flop cell -> dfrtp_1
Max stage delay on crit path -> 0.61 ns
Worst-path fanout max -> 18
Num rows -> 88
DRC Markers -> 0
Global-route usage over all layers -> 15.7%
Setup TNS -> 0 ns
Final cell count without fillers -> 2210
I/O pin count -> 632
Layout cell share with drive strength beyond 1 -> 7.91%
Max-slew headroom -> 45.3%
Most numerous logic cells after layout -> clkdlybuf4s50_1 (630), and2_1 (260), dfrtp_1 (56)
Worst Hold Class -> flop to flop
Final Critical Period -> 4.20 ns
Critical Path AT -> 3.04 ns
Die Area -> 68600 um2
Pin slew with the least headroom to its limit -> 0.811 ns
Total wire length -> 56.4 mm
Vias per inst -> 4.25
# Cells Yosys -> 841
Placed cells -> 2191
Clock Skew -> 0.00837 ns
Placer Congestion -> 0.909
CP cell instances -> buf_4 > nand2b_1 > nor2_2 > buf_4 > and2_1 > clkdlybuf4s50_1
F_max -> 238 MHz
Global route total overflow -> 0
PD cells -> 265 nW/um2
Final Hold Viols -> 0
Crit path buffers/inverters -> 3
Mapped Cells -> 841
Largest net degree at the start of global routing -> 38
Port bufs -> 631
Req. time, crit path -> 4.64 ns
Ys async rst share -> 100%
CTS Sinks -> 58
Root Driver -> clkbuf_16
Delay-heaviest family, CP -> buffers and inverters
## power groups by stage
stage	clock [mW]	sequential [mW]	combinational [mW]
final	0.617	0.759	2.40
after CTS	0.645	0.760	2.44
after global routing	0.661	0.790	2.59
## cell type report
type                    instances  area (um2)
well taps                     765         957
multi-input cells             699        4940
clock inverters                 7         101
diodes                          3        7.51
flip-flops and latches         58        1460
clock buffers                   9         225
inverters                      10        37.5
fillers                      6199       43600
repair buffers                659        6520
## worst paths after layout
path	depth (start not counted)	slack (ns)	startpoint	to
max	6	1.60	read_state[3]	ch1_rd_burst_data[29]
min	1	0.49	cnt_timer[0]	cnt_timer[0]
max reg2reg	7	2.80	read_state[3]	rd_burst_addr[11]
min reg2reg	1	0.49	cnt_timer[0]	cnt_timer[0]
max in group asynchronous	2	4.00	rst_n	rd_burst_addr[20]
min in group asynchronous	1	0.79	rst_n	cnt_timer[4]
## routing by layer
layer / wire (um) / up-vias / share of wire, % / global-route usage, %
li1: - / 4260 / - / -
met3: 6500 / 62 / 12 / 6.48
met4: 1310 / 10 / 2.3 / 3.40
met5: 61 / - / 0.11 / 0
met2: 26500 / 605 / 47 / 26.1
met1: 22000 / 4460 / 39 / 18.7
## state kept, by name, summed over array words and instances (netlist names)
register / flops
rd_burst_addr: 25
cnt_timer: 16
rd_burst_len: 10
read_state: 6
rd_burst_req: 1
## through the flow
stage,worst slack [ns],power (mW),utilization (%),instance area (um2)
2_1_floorplan,3.04,1.82,-,6720
3_3_place_gp,1.87,3.18,24.1,13900
3_5_place_dp,1.84,3.19,24.1,13900
4_1_cts,1.52,3.84,24.6,14200
5_1_grt,1.38,4.04,24.6,14200
6_report,1.60,3.77,24.6,14200
## logic make-up after synthesis
group | synth area share [%]
buffers and inverters | 5.59
AND-OR/OR-AND | 22.1
flip-flops | 21.6
AND/OR/NAND/NOR | 35.4
adder cells (fa/ha/maj) | 0.372
multiplexers | 13.6
XOR/XNOR | 1.43
## synth_stat cells, types with 6 or more instances
library cell	count	share of area [%]
a21oi_1	26	1.9
a221oi_1	21	2.7
a22o_1	22	2.9
a22oi_1	49	5.5
and2_1	260	24
buf_2	12	0.89
clkbuf_1	51	2.8
dfrtp_1	58	22
inv_1	10	0.56
mux2_2	48	8.0
mux2i_1	37	5.5
nand2_1	15	0.84
nand3_1	13	0.97
nand4_1	7	0.65
nor2_1	41	2.3
nor3_1	10	0.74
nor4_1	19	1.8
o21a_1	8	0.89
o21ai_0	10	0.74
o21ai_1	13	0.97
o221ai_1	21	2.7
o22ai_1	16	1.5
or3_1	6	0.56
xnor2_1	6	0.78
Power and IR drop assume default switching activity.
